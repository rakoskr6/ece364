`constraint.sdc`:
```
current_design controller

set clk_period 3.0
set clk_io_pct 0.2

create_clock -name clk0 -period $clk_period [get_ports {clk}]

set non_clock_inputs [all_inputs -no_clocks]
set_input_delay [expr $clk_period * $clk_io_pct] -clock clk0 $non_clock_inputs
set_output_delay [expr $clk_period * $clk_io_pct] -clock clk0 [all_outputs]
```
`run.sh`:
```
#!/bin/bash
# OpenROAD 26Q1-2900-gdf79404cd8, Yosys 0.63+post, stock flow scripts
make -C /OpenROAD-flow-scripts/flow DESIGN_CONFIG=/design/flow/config.mk WORK_HOME=/design/flow/orfs finish
```
`config.mk`:
```
export PLATFORM = sky130hd
export DESIGN_NAME = controller
export DESIGN_NICKNAME = controller
export VERILOG_FILES = /design/flow/design.v
export SDC_FILE = /design/flow/constraint.sdc
export NUM_CORES = 4
export LEC_CHECK = 1
export CORE_AREA = 10 10 106 106
export DIE_AREA = 0 0 116 116
```
`design.v`:
```
module controller
  (
   input wire clk,
   input wire n_reset,
   input wire dr,
   input wire lc,
   input wire overflow,
   output reg cnt_up,
   output reg clear,
   output reg modwait,
   output reg [2:0] op,
   output reg [3:0] src1,
   output reg [3:0] src2,
   output reg [3:0] dest,
   output reg err
   );
   typedef enum logic [4:0] {idle, store, zero, sort1, sort2, sort3, sort4,
			     mul1, add1, mul2, sub1, mul3, add2, mul4, sub2, nop,
			     eidle,lc1,wait1,lc2,wait2,lc3,wait3,lc4} state_type;
   state_type state, nextstate;
   reg 	next_modwait;
   reg 	next_err;
always_ff @(posedge clk, negedge n_reset)
  begin
     if (n_reset == 0)
       begin
	  state <= idle;
	  modwait <= 0;
	  err <= 0;
       end
     else
       begin
	  state <= nextstate;
	  modwait <= next_modwait;
	  err <= next_err;
       end
  end  
   always_comb
     begin
	nextstate = state;
	case(state)
	  idle:
	    begin
	       if (lc == 1'b1)
		 begin
		    nextstate = lc1;
		 end
	       else if (dr == 1'b1)
		 begin
		    nextstate = store;
		 end
	       else
		 begin
		    nextstate = idle;
		 end	    
	    end
	  store:
	    begin
	       if (dr == 1'b0)
		 begin
		    nextstate = eidle;
		 end
	       else
		 begin
		    nextstate = zero;
		 end
	    end
	  zero:
	    begin
	       nextstate = sort1;
	    end
	  sort1:
	    begin
	       nextstate = sort2;
	    end
	  sort2:
	    begin
	       nextstate = sort3;
	    end
	  sort3:
	    begin
	       nextstate = sort4;
	    end
	  sort4:
	    begin
	       nextstate = mul1;
	    end
	  mul1:
	    begin
	       nextstate = add1;
	    end
	  add1:
	    begin
	       if (overflow == 1'b1)
		 begin
		    nextstate = eidle;
		 end
	       else
		 begin
		    nextstate = mul2;
		 end
	    end
	  mul2:
	    begin
	       nextstate = sub1;
	    end
	  sub1:
	    begin
	       if (overflow == 1'b1)
		 begin
		    nextstate = eidle;
		 end
	       else
		 begin
		    nextstate = mul3;
		 end
	    end
	  mul3:
	    begin
	       nextstate = add2;
	    end
	  add2:
	    begin
	       if (overflow == 1'b1)
		 begin
		    nextstate = eidle;
		 end
	       else
		 begin
		    nextstate = mul4;
		 end
	    end
	  mul4:
	    begin
	       nextstate = sub2;
	    end
	  sub2:
	    begin
	       if (overflow == 1'b1)
		 begin
		    nextstate = eidle;
		 end
	       else
		 begin
		    nextstate = nop;
		 end
	    end  
	  nop:
	    begin
	       nextstate = idle;
	    end
	  eidle:
	    begin
	       if (dr == 1'b1)
		 begin
		    nextstate = store;
		 end
	       else
		 begin
		    nextstate = eidle;
		 end	    
	    end
	  lc1:
	    begin
	       nextstate = wait1;
	    end
	  wait1:
	    begin
	       if (lc == 1'b1)
		 begin
		    nextstate = lc2;
		 end
	       else
		 begin
		    nextstate = wait1;
		 end
	    end
	  lc2:
	    begin
	       nextstate = wait2;
	    end
	  wait2:
	    begin
	       if (lc == 1'b1)
		 begin
		    nextstate = lc3;
		 end
	       else
		 begin
		    nextstate = wait2;
		 end
	    end
	  lc3:
	    begin
	       nextstate = wait3;
	    end
	  wait3:
	    begin
	       if (lc == 1'b1)
		 begin
		    nextstate = lc4;
		 end
	       else
		 begin
		    nextstate = wait3;
		 end
	    end
	  lc4:
	    begin
	       nextstate = idle;
	    end
	endcase  
     end  
   always_comb
     begin
	cnt_up = 1'b0;
	clear = 1'b0;
	next_modwait = 1'b1;  
	op = 3'b000;
	src1 = 4'b0000;
	src2 = 4'b0000;
	dest = 4'b0000;
	next_err = 1'b0;
	if (state == zero) 
	  begin
	     cnt_up = 1;
	  end
	if (state == lc1 || state == lc2 || state == lc3 || state == lc4)
	  begin
	     clear = 1;
	  end
	if (nextstate == idle || nextstate == eidle || nextstate == wait1 || nextstate == wait2 || nextstate == wait3)
	  begin
	     next_modwait = 1'b0;
	  end
	if (state == store) op = 3'b010;
	else if (state == zero) op = 3'b101;
	else if (state == sort1 || state == sort2 || state == sort3 || state == sort4) op = 3'b001;
	else if (state == mul1 || state == mul2 || state == mul3 || state == mul4) op = 3'b110;
	else if (state == add1 || state == add2) op = 3'b100;
	else if (state == sub1 || state == sub2) op = 3'b101;
	else if (state == lc1 || state == lc2 || state == lc3 || state == lc4) op = 3'b011;
	if (state == sort1) src1 = 2;
	else if (state == sort2) src1 = 3;
	else if (state == sort3) src1 = 4;
	else if (state == sort4) src1 = 5;
	else if (state == zero) src1 = 0;
	else if (state == mul1) src1 = 1;
	else if (state == add1) src1 = 0;
	else if (state == mul2) src1 = 2;
	else if (state == sub1) src1 = 0;
	else if (state == mul3) src1 = 3;
	else if (state == add2) src1 = 0;
	else if (state == mul4) src1 = 4;
	else if (state == sub2) src1 = 0;
	if (state == sort1) src2 = 0;
	else if (state == sort2) src2 = 0;
	else if (state == sort3) src2 = 0;
	else if (state == sort4) src2 = 0;
	else if (state == zero) src2 = 0;
	else if (state == mul1) src2 = 10;
	else if (state == add1) src2 = 6;
	else if (state == mul2) src2 = 9;
	else if (state == sub1) src2 = 6;
	else if (state == mul3) src2 = 8;
	else if (state == add2) src2 = 6;
	else if (state == mul4) src2 = 7;
	else if (state == sub2) src2 = 6;
	if (state == store) dest = 5;
	else if (state == zero) dest = 0;
	else if (state == sort1)  dest = 1;
	else if (state == sort2) dest = 2;
	else if (state == sort3) dest = 3;
	else if (state == sort4) dest = 4;
	else if (state == mul1) dest = 6;
	else if (state == add1) dest = 0;
	else if (state == mul2) dest = 6;
	else if (state == sub1) dest = 0;
	else if (state == mul3) dest = 6;
	else if (state == add2) dest = 0;
	else if (state == mul4) dest = 6;
	else if (state == sub2) dest = 0;
	else if (state == lc1) dest = 7;
	else if (state == lc2) dest = 8;
	else if (state == lc3) dest = 9;
	else if (state == lc4) dest = 10;
	if (nextstate == eidle) next_err = 1'b1;
     end  
endmodule
```
==> results_slide.txt <==
Flow Results at a Glance

Status
  • Run status: completed

Finish
  • Area Overhead vs Synth: 32.3%
  • Fillers: 976
  • Proportion of layout cells with a drive suffix above 1: 10.5%

Final timing
  • Final slew viol count: 0
  • RSZ-0062 raised after global routing: no
  • Tmin final: 2.88 ns
  • Final TNS setup: 0 ns
  • Clk_skew: roughly 0.0063 ns
  • Final Setup Violations: 0
  • Final hold slack: about 0.46 ns
  • F_max: 348 MHz
  • Crit share post-route: 95.9%
  • Final Hold Fails: 0

Detailed routing
  • Residual DRC count: 0
  • ANT cells: 0
  • DR iter-0 viols: between 80 and 90
  • Vias: 1,048
  • Via density per instance: 4.03
  • Wire length per cell: 12.7 um
  • Antenna viol nets, final: 0
  • DR pass1 iterations: 4
  • WL final: 3310 um

Power and ir drop
  • Design internal power: 0.000582 W
  • Net Switching: 0.000186 W
  • Sequential fraction of design power: 50.0%
  • Pleak: 0.788 nW
  • Combinational Power Share: between 20% and 30%
  • PD cells: 460 nW/um^2
  • Peak VDD IR: 243 uV
  • Clock share of power: around 29%
  • Sw Share: 24.2%

Global route
  • Largest net degree at the start of global routing: 27
  • Global-route wire length before repair: 5530 um
  • Number of global-route vias before repair: 1,008
  • GR Overflow Total: 0
  • Initial antenna violation count: 0
  • Gr usage total: between 5 and 6%

Worst setup path
  • Crit path launch type: flop
  • Setup Crit Path Kind: flop to primary output
  • CP peak stage delay: 0.62 ns
  • Worst EP arrival: roughly 2.3 ns
  • Cell Chain, Critical Path: or4_1 -> or3_1 -> a21oi_1 -> nor2_1 -> clkdlybuf4s50_1
  • Slowest cell on crit path: or4_1
  • CP max FO: 6
  • Crit. End Element: primary output
  • Required @ worst endpoint: 2.40 ns
  • Crit path buffers/inverters: 1
  • Critical path's top delay family: simple AND/OR/NAND/NOR gates

Logic synthesis
  • Ys Warns: 1
  • Async SR Flop Fraction: 100%
  • Top cells, area: dfrtp_1 (50%), nor3_1 (4.8%), nor2_1 (3.3%)
  • # Cells Yosys: 128
  • Post-Syn Area: between 1000 and 1500 sq um
  • Synth Seq Share: about half
  • Gate Count Post-Synth: around 130
  • Ys flop type: dfrtp_1
  • Yosys top cell by area: dfrtp_1
  • Synthesis area per yosys: between 1000 and 1500 sq um
  • EDFF count, synth: 0
  • Distinct lib cells: 43
  • Syn_area_per_cell: 9.85 sq um
  • Max-area cell share: 49.6%
  • Synth Register Bits: 26

Floorplanning
  • Row count: 34
  • Die Ht: 116 um
  • Core area: 8850 sq um
  • Die area: 13,500 sq um
  • Top Ports: 24
  • Die width: ~120 um
  • Starting density of the core: 14.3%

Placed design
  • Hpwl dp: 2560 um
  • I/O Buffers: 22
  • Placer congestion estimate: around 0.85

Run
  • Max-cap viol count: 0
  • OpenROAD warning count: 25

Clocking
  • Worst-path clk slew: about 0.08 ns
  • CTS root buffer: clkbuf_8
  • CTS tree: done
  • Clock Path Buffers: 2
  • H-tree levels: 1
  • Clk latency late pin: ~0.27 ns
  • Clk sink count: 26
  • Total CTS buffers: 3

Min path
  • Worst min path class: flop to flop
## cells in the final DEF (no fill, tap or decap), drive strengths merged, types with 5 or more instances in the layout
cell and instances:
a21oi 6, and2 5, clkdlybuf4s50 21, dfrtp 25
inv 8, nand2 5, nor2 11, nor2b 6
nor3 12, nor4 5
## synth_stat cells, types with 2 or more instances
| library cell | instances |
|---|---|
| or4_4 | 2 |
| nor2b_1 | 6 |
| nand2_1 | 5 |
| inv_1 | 8 |
| nor3_1 | 12 |
| a31oi_1 | 2 |
| and2_2 | 2 |
| nor2_1 | 11 |
| nand2b_1 | 2 |
| nor4_1 | 4 |
| a21oi_1 | 6 |
| a21o_1 | 4 |
| and2_1 | 3 |
| dfrtp_1 | 25 |
| o21ai_0 | 3 |
| clkbuf_1 | 2 |
| a211o_1 | 2 |
| or3_1 | 3 |
| o21a_1 | 2 |
## per-stage QoR
| stage | setup slack, ns | std cells | utilization, % | instance area [sq um] | total power, W |
|---|---|---|---|---|---|
| 3_3_place_gp | 0.175 | 255 | 18.2 | 1610 | 0.000558 |
| 2_1_floorplan | 0.993 | 128 | - | 1260 | 0.000454 |
| 4_1_cts | 0.0924 | 260 | 18.9 | 1670 | 0.000784 |
| 3_5_place_dp | 0.179 | 255 | 18.2 | 1610 | 0.000556 |
| 5_1_grt | 0.0117 | 260 | 18.9 | 1670 | 0.000813 |
| 6_report | 0.124 | 260 | 18.9 | 1670 | 0.000769 |
## area by class of cell
type,count,area [sq um],area share (%)
timing repair buffer,26,249,14.9
inverter,8,30.0,1.80
sequential,26,652,39.1
clock buffer,4,55.1,3.30
tap,108,135,8.10
multi-input combinational,88,548,32.8
## cells by family (layout without fill, tap and decap cells)
group                  Yosys count  in the layout  synth area share (%)
other                            1              1                 0.297
buffers and inverters           14             38                  4.96
AND/OR/NAND/NOR                 58             58                  26.8
AND-OR/OR-AND                   29             29                  16.3
flip-flops                      26             26                  51.7
## path summary, 6_finish.rpt
path                           start  endpoint  slack (ns)  cells past startpoint
setup reg to reg            state[2]   modwait        0.97                      4
setup / recovery           state[13]     op[0]        0.12                      5
min in group asynchronous    n_reset  state[5]        0.68                      2
max in group asynchronous    n_reset  state[0]        2.02                      2
hold / removal             state[23]  state[0]        0.46                      1
hold reg to reg            state[23]  state[0]        0.46                      1
## flip-flops by register name, indices dropped and copies added, names as in the netlist
signal	count
state	24
err	1
modwait	1
## worst register-to-register path, delay by kind of cell (launching register included)
kind             cells  cell delay (ns)
AND/OR/NAND/NOR      2             0.92
flip-flops           1             0.50
AND-OR/OR-AND        2             0.50
## power groups by stage
stage | logic, W | clock network [W] | registers [W]
CTS | 0.000166 | 0.000233 | 0.000385
global route | 0.000183 | 0.000243 | 0.000387
finish | 0.000161 | 0.000224 | 0.000384
## what timing repair did
action / CTS / global route
gates resized: 2 / 0
buffers inserted: 1 / 0
setup endpoints to repair: 1 / 0
hold buffers: 0 / 0
## layer usage
layer	track usage [%]	part of all wire (%)	up-vias
li1	-	-	510
met2	7.47	43	39
met1	7.76	49	497
met4	0.250	0.60	0
met5	0	0	-
met3	1.10	6.9	2
No activity file was given, so power comes from the tool's default toggle rates.
