[flow/run.sh]
#!/bin/bash
# OpenROAD 26Q1-2900-gdf79404cd8, Yosys 0.63+post, stock flow scripts
make -C /OpenROAD-flow-scripts/flow DESIGN_CONFIG=/design/flow/config.mk WORK_HOME=/design/flow/orfs finish
[flow/design.v]
module flex_counter
  #(
    parameter NUM_CNT_BITS = 4
    )
   (
    input clk,
    input n_rst,
    input clear,
    input count_enable,
    input [NUM_CNT_BITS-1:0]rollover_val,
    output reg [NUM_CNT_BITS-1:0]count_out,
    output reg rollover_flag
    );
   genvar      i;
   reg [NUM_CNT_BITS-1:0] parallel_in_reg;
   always_ff @ (posedge clk, negedge n_rst)
     begin
	if(1'b0 == n_rst)
	  begin
	     rollover_flag <= 1'b0;
	     count_out <= 0;
	  end
	else if (count_enable == 1'b1)
	  begin
	     if (clear == 1'b1)
	       begin
		  count_out <= 0;
	       end
	     else
	       begin
		  if (count_out >= rollover_val)
		    begin
		       rollover_flag <= 1'b0;
		       count_out <= 1;
		    end
		  else if (count_out == rollover_val - 1)
		    begin
		       count_out <= count_out + 1;
		       rollover_flag <= 1'b1;
		    end		       
		  else
		    begin
		       count_out <= count_out + 1;
		       rollover_flag <= 1'b0;
		    end
	       end  
	  end  
	else
	  begin
	     count_out <= count_out;
	  end
     end  
endmodule
module timer
  (
   input clk,
   input n_rst,
   input enable_timer,
   output shift_strobe,
   output packet_done
   );
   wire [3:0] rollover_val1 = 10;
   wire [3:0] rollover_val2 = 9;
   flex_counter #(.NUM_CNT_BITS(4)) DUT1(.clk(clk), .n_rst(n_rst), .clear(packet_done), .count_enable(enable_timer), .rollover_val(rollover_val1), .count_out(), .rollover_flag(shift_strobe));
    flex_counter #(.NUM_CNT_BITS(4)) DUT2(.clk(clk), .n_rst(n_rst), .clear(packet_done), .count_enable(shift_strobe), .rollover_val(rollover_val2), .count_out(), .rollover_flag(packet_done));
endmodule		
[flow/config.mk]
export PLATFORM = sky130hd
export DESIGN_NAME = timer
export DESIGN_NICKNAME = timer
export VERILOG_FILES = /design/flow/design.v
export SDC_FILE = /design/flow/constraint.sdc
export NUM_CORES = 4
export LEC_CHECK = 1
export CORE_AREA = 10 10 70 70
export DIE_AREA = 0 0 80 80
[flow/constraint.sdc]
current_design timer

set clk_period 1.6
set clk_io_pct 0.2

create_clock -name clk0 -period $clk_period [get_ports {clk}]

set non_clock_inputs [all_inputs -no_clocks]
set_input_delay [expr $clk_period * $clk_io_pct] -clock clk0 $non_clock_inputs
set_output_delay [expr $clk_period * $clk_io_pct] -clock clk0 [all_outputs]
==> impl_metrics.ini <==
; implementation run metrics
[status]
status = complete, no violations

[min_path]
hold_path.class = input pin to async pin

[synth]
postSynthSeqShare_pct = 43.67
ys_async_sr_fraction_pct = 100.0
avgSynthCellArea_sq_um = 10.23
synth-edff-count = 0
ff_type = dfrtp_1
mappedNetlistArea_sq_um = 573.1
synthCells = 56
area_leaders = dfrtp_1 (44%), ha_1 (13%), o31ai_1 (5.2%), inv_1 (3.9%), nand2_1 (3.9%)
ys_ff = 10
largest_area_cell = dfrtp_1
yosysWarnings = 1
ys_area_sq_um = 573.0
ys_cells = 56
synth_dominant_cell_count = dfrtp_1
synthDistinctLibCells = 23
synth.top_cell.area_share_pct = 43.67
common_cells = dfrtp_1 (10), ha_1 (6), inv_1 (6), nand2_1 (6), o31ai_1 (4)

[worst_setup_path]
r2r_end = DUT2.count_out[0]
rr_startpoint = DUT2.count_out[0]
cp-end-kind = flop
critPathMaxStageDelay_ns = 0.50
path_max_fanout = 6
path_class = flop to flop
cp.required_ns = 1.74
rrSetupSlack_ns = 0.1
critPathTopFamily = simple AND/OR/NAND/NOR gates
crit_arrival_ns = 1.64
rr_worst_depth = 4
crit_chain = ha_1, or3b_2, nand2_1, a31oi_1
path_buffers = 0
crit_slowest_cell = or3b_2
worstSetupStartpoint = DUT2.count_out[0]
start_kind = flop

[placed_design]
placed_area_sq_um = 693.2
gp_congestion = 0.7309
portBuffers = 4
hpwl_um = 818.1
dpl.cell_count = 108

[routing]
ant_nets = 0
vias = 440
num_antenna_cells = 0
drt_iter0_markers = 7
drt_first_pass_iters = 4
wl_mm = 1.075
drc = 0
wl_per_cell_um = 9.598
via_per_inst = 3.929

[clock_network]
hold_buffers = 0
clock_sinks = 10
cts_tree = built
cts_made_buffers = 3
cts_max_level = 1
root_buffer = clkbuf_4
clk_path_buf_depth = 2
cts.clk_slew.worst_paths_ns = 0.07
insertion_delay_ns = 0.26

[final_timing]
min_period_ns = 1.500
clock.fmax_mhz = 666.6
fin_skew_ns = 0.001922
report.final.setup_viol = 0
maxSlewViolCount = 0
min_period_over_period_pct = 93.76
worst_slew_pin_slew_ns = 0.4587
rsz0062_at_grt = false
hold_violations = 0
setup_tns_ns = 0
slew_headroom_pct = 69.33

[grt]
grt_pass1_wl_mm = 1.932
grt_pass1_vias = 451
grt_max_degree = 12
grtUsageTotal_pct = 3.658
antenna_found_initial = 0
grt_overflow = 0

[final_layout]
postLayoutCoreUtil_pct = 21.39
area_growth_pct = 27.51
stdcell_area_sq_um = 730.7
fin_cells = 112
n_fill_cell = 384
drive_gt1_share_pct = 16.67

[floorplan]
core_sq_mm = 0.003416
fp_util_pct = 16.78
die_area_sq_mm = 0.006400
io_pins = 5
rows = 21
die_x_um = 80
die-height_um = 80

[power]
ir_worst_vdd_uv = 795.2
p_per_area_mw_per_mm2 = 1326
p_leak_uw = 0.0003236

[flow_run]
cap_violations = 0
warnings = 29
## state kept, by name (all words and copies together) (netlist names)
name	cells
DUT2.rollover_flag	1
DUT1.rollover_flag	1
DUT2.count_out	4
DUT1.count_out	4
## worst max path at each step
| stage | end | slack (ns) | cells after the start |
|---|---|---|---|
| 4_1_cts | packet_done | 0.03 | 1 |
| 5_1_grt | DUT2.count_out[0] | 0.03 | 4 |
| 6_report | DUT2.count_out[0] | 0.1 | 4 |
## layout make-up
class                   count  area (sq um)  share of cell area, %
repair buffers              8         70.07                  9.589
flip-flops and latches     10         251.5                  34.42
well taps                  46         57.56                  7.877
multi-input cells          38         292.8                  40.07
inverters                   6         22.52                  3.082
clock buffers               4         36.28                  4.966
## metal layers
metal / vias to the layer above / wire length [um] / global-route usage (%)
met5: - / 0 / 0
met2: 6 / 467 / 5.618
met3: 2 / 34 / 1.136
met1: 206 / 563 / 5.007
met4: 0 / 10 / 0.5282
li1: 226 / - / -
## stage by stage
| step | hold WS [ns] | power [uW] | setup WS [ns] |
|---|---|---|---|
| final | 0.3742 | 968.9 | 0.09981 |
| after global routing | 0.3968 | 1072 | 0.02988 |
| after CTS | 0.3884 | 984.0 | 0.03311 |
| after detailed placement | 0.5510 | 748.3 | 0.04040 |
| after global placement | 0.5342 | 733.1 | 0.07101 |
| after floorplan | 0.02441 | 652.5 | 0.2013 |
## where the power goes
part / internal [uW] / switching (uW) / total (uW)
clock network: 138 / 87.3 / 225
logic: 157 / 144 / 301
registers: 339 / 104 / 443
## cells in the final DEF (no fill, tap or decap), types with 2 or more instances in the layout
cell | netlist | routed
clkbuf_4 | 0 | 3
o2bb2ai_1 | 2 | 2
o31ai_1 | 4 | 4
dfrtp_1 | 10 | 9
clkdlybuf4s50_1 | 0 | 4
o21ai_0 | 3 | 2
a31oi_1 | 2 | 2
inv_1 | 6 | 6
a22o_1 | 2 | 2
buf_4 | 0 | 4
ha_1 | 6 | 6
nand2_1 | 6 | 6
## cells by family after synthesis
group,Yosys count,synth area share [%]
simple gates,16,17.69
fa+ha+maj,6,13.10
compound gates,16,20.31
flops,10,43.67
buf+inv,8,5.240
## repair_timing
action / CTS / global route
setup buffers: 0 / 0
gates resized: 0 / 2
setup endpoints to repair: 0 / 2
Power is estimated from default activity; no workload was simulated.
